<file path="flow/config.mk">
export PLATFORM = sky130hd
export DESIGN_NAME = EX_MEM_pipeline_register
export DESIGN_NICKNAME = EX_MEM_pipeline_register
export VERILOG_FILES = /design/flow/design.v
export SDC_FILE = /design/flow/constraint.sdc
export NUM_CORES = 4
export LEC_CHECK = 1
export CORE_UTILIZATION = 30
</file>
<file path="flow/constraint.sdc">
current_design EX_MEM_pipeline_register

set clk_period 1.0
set clk_io_pct 0.2

create_clock -name clk0 -period $clk_period [get_ports {clock}]

set non_clock_inputs [all_inputs -no_clocks]
set_input_delay [expr $clk_period * $clk_io_pct] -clock clk0 $non_clock_inputs
set_output_delay [expr $clk_period * $clk_io_pct] -clock clk0 [all_outputs]
</file>
<file path="flow/design.v">
`timescale 1ns / 1ps
module EX_MEM_pipeline_register(
	input RegWrite, input MemToReg, input Branch, input MemRead, input MemWrite, input[31:0] add_result, input[31:0] read_data_2, input Zero, input[31:0] ALU_result, input[4:0]  write_register_index, input hit, input clock,
	output reg RegWrite_output, output reg MemToReg_output, output reg Branch_output, output reg MemRead_output, output reg MemWrite_output, output reg[31:0] add_result_output, output reg[31:0] read_data_2_output, output reg Zero_output, output reg[31:0] ALU_result_output, output reg[4:0] write_register_index_output
	);
	always@(negedge clock) 
		if(hit) 
			begin 
				RegWrite_output = RegWrite;
				MemToReg_output = MemToReg;
				Branch_output = Branch;
				MemRead_output = MemRead;
				MemWrite_output = MemWrite;
				add_result_output = add_result;
				read_data_2_output = read_data_2;
				Zero_output = Zero;
				ALU_result_output = ALU_result;
				write_register_index_output = write_register_index;
			end
endmodule
</file>
<file path="flow/run.sh">
#!/bin/bash
# OpenROAD 26Q1-2900-gdf79404cd8, Yosys 0.63+post, stock flow scripts
make -C /OpenROAD-flow-scripts/flow DESIGN_CONFIG=/design/flow/config.mk WORK_HOME=/design/flow/orfs finish
</file>
==> impl_metrics.toml <==
# physical design summary
[outcome]
outcome = "finished with violations"
violations = "setup timing"

[grt]
antenna_found_initial = 0
overflow = 0
grt_pass1_vias = 2466
grt_use_total_pct = 14.46
grt_pass1_wl_mm = 11.22
grt_max_degree = 34

[final_timing]
worst_pin_slew_ps = 185.9
finalHoldViolations = 0
rsz0062_at_grt = "yes"
setup_viol = 128
slew-limit-headroom_pct = 87.61
tns_ps = -59770
drv_slew = 0
fin_ws_ps = -590.3

[power]
switchingPower_uw = 2651
p_leak_uw = 0.002603
p_int_uw = 7409
vdd_drop_max_mv = 0.8010
seq_power_share_pct = 54.0
power_density_nw_per_um2 = 1780
clockPowerShare_pct = 38.1
p_sw_share_pct = 26.35
combPwrFrac_pct = 8.0

[final_layout]
comb_area_um2 = 0
drive_gt1_share_pct = 28.22
most-common-layout-cells = "inv_1 (109), edfxtp_1 (107), buf_2 (107), clkdlybuf4s50_1 (106), clkbuf_8 (9)"
lay_top_count = "inv_1"
nMultiInputCombCells = 0
area_growth_pct = 75.73

[synth]
area_leaders = "edfxtp_1 (100%), inv_1 (0.12%)"
ys_cells = 108
yosys_warnings = 1
simple_gate_share_pct = 0
syn-cell-area_um2 = 3217
ys_sh_aoi_pct = 0
synth_area_per_cell_um2 = 29.79
synthMuxAreaShare_pct = 0
synth_cell_types = 2
xor_share_pct = 0
top_area_cell = "edfxtp_1"
synth-adder-area-share_pct = 0
synth_seq_share_pct = 99.88
synth_top_area_share_pct = 99.88
ys_area_um2 = 3217
ys_top_logic_family = "buffers and inverters"
synth-seq-cells = 107
postSynthCellCount = 108

[clock_tree]
cts_sinks = 107
htreeDepth = 3
clk_pin_slew_ps = 30
clockBufferDepth = 2
cts_setup_buffers = 0
cts_made_buffers = 9
cts_root_buf = "clkbuf_8"
cts_tree = "yes"

[die]
io_pins = 216
die_x_um = 105.6
die_area_um2 = 11140
fp_util_pct = 31.02
core_area_um2 = 10370
rows = 37
die_h_um = 105.6

[drt]
routed_wl_mm = 7.524
diodes = 0
drtIter0Drc = 92
wl_per_cell_um = 12.84
dr.pass1.iters = 6
antenna_left = 0
routed_via_density = 3.843
drc = 0
via_count = 2252

[setup_path]
worst-path-buf-inv = 1
worstSetupEndpointType = "primary output"
worstPathRequired_ps = 800
crit_chain = "buf_2"
crit_type = "register to primary output"
worst-endpoint-arrival_ps = 1390
slowest_delay_ps = 370
cp_top_family = "flip-flops"
critPathLaunch = "write_register_index_output[2]"
crit_path_max_fanout = 1
startpoint_type = "register"
slowest_stage = "edfxtp_1"

[min_path]
hold_class = "input port to register"
min_from = "hit"

[placed_design]
io_buffers = 215
gp_congestion = 0.8062
hpwl_mm = 5.238
place_ws_ps = -497.8

[run]
max_cap_viol_count = 0
warning_count = 134
## synthesized netlist by cell type
library cell  count
edfxtp_1        107
inv_1             1
## worst paths after layout
| check | endpoint | cells past startpoint | slack, ps |
|---|---|---|---|
| setup / recovery | write_register_index_output[2] | 1 | -590 |
| hold / removal | ALU_result_output[2] | 1 | 600 |
## timing repair
item | in CTS | in global routing
cloned | 1 | 0
endpoints found under the setup margin | 120 | 124
hold endpoints to repair | 0 | 0
hold buffers | 0 | 0
gates resized | 327 | 1
## routing by layer
layer  vias up  part of all wire (%)  wire length, um  global-route usage, %
li1       1114                     -                -                      -
met1       994                    38             2850                  17.36
met2       139                    47             3559                  20.07
met3         5                    14             1056                  10.85
met4         0                  0.76               57                  6.349
met5         -                     0                0                      0
## state kept, by name (all words and copies together) (netlist names), 5 cells and up
register,count
read_data_2_output,32
write_register_index_output,5
ALU_result_output,32
add_result_output,32
## area by class of cell
| class | count | area, um2 |
|---|---|---|
| fillers | 875 | 4717 |
| flip-flops and latches | 107 | 3213 |
| repair buffers | 221 | 1707 |
| clock inverters | 113 | 439.2 |
| well taps | 136 | 170.2 |
| clock buffers | 9 | 123.9 |
## cells by family after synthesis
group,after synthesis
buf+inv,1
flops,107
## power groups by stage
| stage | Clock (uW) | Sequential [uW] | Combinational (uW) |
|---|---|---|---|
| 4_1_cts | 4120 | 5430 | 828 |
| 5_1_grt | 4600 | 5450 | 879 |
| 6_report | 3830 | 5430 | 803 |
## metrics by stage
stage / cell area (um2) / util [%] / hold slack, ps / instances / total power [uW]
final: 5653 / 54.51 / 604.7 / 586 / 10060
after global routing: 5653 / 54.51 / 571.4 / 586 / 10930
after CTS: 5658 / 54.56 / 562.1 / 586 / 10370
after detailed placement: 5599 / 53.99 / 1004 / 464 / 7270
after global placement: 5599 / 53.99 / 1002 / 464 / 7268
after floorplan: 3217 / - / 798.9 / 108 / 6065
No activity file was given, so power comes from the tool's default toggle rates.
