<file path="constraint.sdc">
current_design execute_stage

set clk_period 31.9
set clk_io_pct 0.2

create_clock -name clk0 -period $clk_period

set non_clock_inputs [all_inputs -no_clocks]
set_input_delay [expr $clk_period * $clk_io_pct] -clock clk0 $non_clock_inputs
set_output_delay [expr $clk_period * $clk_io_pct] -clock clk0 [all_outputs]
</file>
<file path="config.mk">
export PLATFORM = sky130hd
export DESIGN_NAME = execute_stage
export DESIGN_NICKNAME = execute_stage
export VERILOG_FILES = /design/flow/design.v
export SDC_FILE = /design/flow/constraint.sdc
export NUM_CORES = 4
export LEC_CHECK = 1
export CORE_UTILIZATION = 50
</file>
<file path="run.sh">
#!/bin/bash
# OpenROAD 26Q1-2900-gdf79404cd8, Yosys 0.63+post, stock flow scripts
make -C /OpenROAD-flow-scripts/flow DESIGN_CONFIG=/design/flow/config.mk WORK_HOME=/design/flow/orfs finish
</file>
<file path="design.v">
`timescale 1ns / 1ps
module ALU(
	input [31:0] input1, input [31:0] input2, input [3:0] ALUCnt, input [4:0] shamt, 
	output [31:0] ALU_result, output Zero
	); 
	 assign ALU_result = ALUCnt==4'b0000 ? input1 + input2 :
						  ALUCnt==4'b0001 ? input1 - input2 :
						  ALUCnt==4'b0010 ? ~input1 :
						  ALUCnt==4'b0011 ? input1 << shamt :
						  ALUCnt==4'b0100 ? input1 >> shamt :
						  ALUCnt==4'b0101 ? input1 & input2 :
						  ALUCnt==4'b0110 ? input1 | input2 :
						  ALUCnt==4'b0111 ? input1 < input2 ? 1 : 0 : 
																				  32'bX;
	assign Zero = ALU_result==0 ? 1 : 0;
endmodule
`timescale 1ns / 1ps
module ALU_control(
	input [5:0] funct, input [2:0] ALUOp, 
	output [3:0] ALUCnt
	);
	assign ALUCnt = ALUOp==3'b001 ? 4'b0001 :
						 ALUOp==3'b010 ? 4'b0111 :
						 ALUOp==3'b011 ? 4'b0000 :
						 ALUOp==3'b000 ? funct==6'b000000 ? 4'b0000 :
											  funct==6'b000001 ? 4'b0001 :
											  funct==6'b000010 ? 4'b0101 :
			  								  funct==6'b000011 ? 4'b0110 :
				  							  funct==6'b000100 ? 4'b0111 :
											  funct==6'b000101 ? 4'b0011 :
											  funct==6'b000110 ? 4'b0100 :
											  funct==6'b000111 ? 4'b0010 : 4'bX
																							: 4'bX;
endmodule
`timescale 1ns / 1ps
module adder(
	input[31:0] input1, input[31:0] input2, 
	output[31:0] add_result
	);
	assign add_result = input1 + input2;
endmodule
`timescale 1ns / 1ps
module execute_stage(
	input RegDst, input ALUSrc, input[2:0] ALUOp, input[31:0] next_PC, input[31:0] ALU_read_data_1, input[31:0] ALU_read_data_2, input[31:0] sign_extended_immediate, input[4:0] rt, input[4:0] rd, input[5:0] funct, input clock,
	output[31:0] add_result, output[31:0] ALU_result, output Zero, output[31:0] read_data_2 ,output[4:0] write_register_index
	);
	wire[31:0] multiplexer_2to1___to___ALU;
	wire[3:0] ALUCnt___from___ALU_control___to___ALU;
	adder adder(
		.input1(next_PC),
		.input2(sign_extended_immediate<<2),
		.add_result(add_result)
	);
	multiplexer_2to1 multiplexer_2to1_1(
		.input0(ALU_read_data_2), 
		.input1(sign_extended_immediate), 
		.selector(ALUSrc), 
		.output0(multiplexer_2to1___to___ALU)
	);
	ALU_control ALU_control (
		.ALUOp(ALUOp), 
		.funct(funct),
		.ALUCnt(ALUCnt___from___ALU_control___to___ALU)
	);
	ALU ALU (
		.input1(ALU_read_data_1), 
		.input2(multiplexer_2to1___to___ALU), 
		.ALUCnt(ALUCnt___from___ALU_control___to___ALU), 
		.shamt(sign_extended_immediate[10:6]), 
		.ALU_result(ALU_result), 
		.Zero(Zero)
	);
	assign write_register_index = RegDst ? rd : rt;
	assign read_data_2 = ALU_read_data_2;
endmodule
`timescale 1ns / 1ps
module multiplexer_2to1(
	input[31:0] input0, input[31:0] input1, input selector, 
	output[31:0] output0
	);
	assign output0 = selector ? input1 : input0;
endmodule
</file>
==> out/README.md <==
| Quantity | This run |
|---|---|
| Status | finished clean |
| Via density | 6.816 |
| Storage cell area | 0 um^2 |
| Rel. slew slack | 31.17% |
| Antenna cell count | 0 |
| Total detailed-routing wirelength | 50,330 um |
| Final standard cell count with taps included and fillers excluded | 1,989 |
| Synth Seq Share | 0% |
| Setup Crit Path Kind | input port to output port |
| Hold path start | next_PC[0] |
| Pre-antenna DRT Iters | 6 |
| Global-route layer with the greatest usage | met2 |
| Number of antenna violations at the first check in global routing | 0 |
| Power density over cell area | 22.37 nW/um^2 |
| Number of warnings the tools reported | 68 |
| Met2 Track Usage GR | 66.94% |
| Number of nets with antenna violations after routing | 0 |
| Number of input and output port buffers inserted | 247 |
| Weighted congestion reported at the end of routability-driven placement | 1.091 |
| Fraction of layout instances using a drive strength above 1 | 7.314% |
| IO Count | 252 |
| Total of warnings raised by yosys | 0 |
| Count of instantiated cells in the yosys netlist | 1,559 |
| Synthesized netlist cell count | 1,559 |
| Switching pwr | 164.6 uW |
| Total instance count after detailed placement | 1,989 |
| Number of setup buffers added after CTS | 0 |
| Slowest cell on the critical path | mux2i_1 |
| Arrival time of the worst setup path | 12,330 ps |
| Met3 capacity usage during global routing | 8.763% |
| Area leader, netlist | ha_1 |
| Count of buffering cells on the critical path with inverters included | 4 |
| Launching element of the worst setup path | ALUSrc |
| Vias in the first global route | 12,453 |
| CP Max Fanout | 32 |
| Final Worst Setup Slack | 13,190 ps |
| Overflow left after global routing | 0 |
| Worst-margin pin slew | 1006 ps |
| Number of hold violations in the final report | 0 |
| Count of clock buffers in the final design | 0 |
| Final worst path period share | 58.66% |
| Pre-CTS setup slack | 13,370 ps |
| Die width | 151.6 um |
| Leakage dissipation | 0.005697 uW |
| Hold buffer count at CTS | 0 |
| Cell row count | 54 |
| Top cell by count, worst path | nand4_1 |
| RSZ-0062 raised after global routing | false |
| Setup_tns | 0 ps |
| Global-route met1 utilization | 59.11% |
| Max-cap check violation count | 0 |
| Type of destination of the critical path | output port |
| Maximum ir drop on the vdd rail | 0.01821 mV |
| Library cells used by synthesis | 91 |
| DRC violation count after routing | 0 |
| Critical Path Max Stage Delay | 550 ps |
| HPWL after detailed placement | 40,630 um |
| Switching part of the total power | 54.30% |
| Part of the power in registers | 0% |
| Achievable clock frequency | 53.44 MHz |
| Final number of setup-violating endpoints | 0 |
| Max-slew violation count | 0 |
| Syn Std Cell Area | 11,200 um^2 |
| Chip area | 22,990 um^2 |
| Min-delay worst type | input port to output port |
| Pin count of the biggest net entering global routing | 57 |
| Post-synth area hogs | ha_1, mux4_2, mux2i_1 |
| CP Cell Sequence | buf_2, buf_4, mux2i_1, inv_1, ha_1, fa_1, o21bai_1, a2111oi_0, o31ai_2, nand4_1, a31o_2, mux2_2, a211o_1, or3b_1, nor4_1, nand4_1, nor2b_1, clkdlybuf4s50_1 |
| Synth-to-Final Area Change | 21.08% |
| Number of gates resized after cts | 0 |
| Fraction of the core area covered by cells at the end of the flow | 61.92% |
| Starting density of the core | 51.14% |
| Die height | 151.6 um |
| Chip area from the yosys synthesis statistics | 11,200 um^2 |
| Largest delay contributor family on the critical path | AND-OR/OR-AND gates |
| Worst path required time | 25,520 ps |
| Combinational share of power | 100.0% |
| Int Pwr | 138.6 uW |
| Overall track demand over capacity in global routing | 44.35% |
| Violation count after the first detailed-route iteration | 1,575 |
| Routed via count | 13,558 |
| Post-DR wirelength/cell | 25.30 um |
| Final period demand of the worst path | 18,710 ps |
| Area fraction of the dominant cell type after synthesis | 13.97% |
| Number of sequential cells in the layout | 0 |
| Floorplan core area | 21,890 um^2 |
| Critical path launch point type | input port |
| Synthesized area divided by synthesized cell count | 7.181 um^2 |
| Global-route wire length before repair | 74,330 um |
| Hold slack final | 12,760 ps |
| Clock group share of total power | 0% |
## stage by stage
step           total power [uW]  cell area (um^2)
4_1_cts                   295.7             13560
5_1_grt                   325.0             13560
3_5_place_dp              293.7             13560
2_1_floorplan             174.6             11200
6_report                  303.2             13560
3_3_place_gp              291.7             13560
## power by group through the flow
stage / clock [uW] / combinational [uW] / sequential, uW
after CTS: 0 / 296 / 0
after global routing: 0 / 325 / 0
final: 0 / 303 / 0
## metal layers
layer  vias up  share of wire [%]
li1       6210                  -
met1      6286                 40
met2       894                 42
met3       168                 11
met4         0                7.2
met5         -                  0
## final cells by class
cell class / instances / area (um^2)
multi-input cells: 1318 / 10120
fillers: 1917 / 8335
repair buffers: 272 / 2643
inverters: 119 / 446.7
well taps: 280 / 350.3
## cells in the final DEF, fill, tap and decap left out, drive strengths merged, types with 13 or more instances in the layout
| cell type | instances |
|---|---|
| a2111oi | 13 |
| a211oi | 20 |
| a21o | 32 |
| a21oi | 136 |
| a221oi | 17 |
| a22oi | 23 |
| and2 | 13 |
| buf | 29 |
| clkdlybuf4s50 | 243 |
| ha | 125 |
| inv | 119 |
| mux2 | 28 |
| mux2i | 79 |
| mux4 | 39 |
| nand2 | 133 |
| nand2b | 19 |
| nand3 | 17 |
| nor2 | 110 |
| nor2b | 24 |
| nor3 | 37 |
| nor4 | 17 |
| o211ai | 26 |
| o21ai | 75 |
| o21bai | 13 |
| o221ai | 13 |
| o22ai | 22 |
| o31ai | 18 |
| or2 | 14 |
| xnor2 | 57 |
| xor2 | 17 |
## final timing paths
check | cells after the start | slack [ps] | endpoint
setup / recovery | 18 | 13190 | Zero
hold / removal | 0 | 12760 | add_result[0]
## logic make-up after synthesis
family                     synth area share, %
AOI/OAI and AO/OA                        33.44
and+or+nand+nor                          18.73
buffers and inverters                    9.745
muxes                                    17.79
adders and majority gates                14.51
xor gates and xnor gates                 5.789
## Yosys cell counts, types with 14 or more instances
cell,instances
o22ai_1,22
xor2_1,17
nor4_1,16
a211oi_1,20
buf_2,14
o211ai_1,26
inv_1,118
mux2i_1,79
a221oi_1,17
nand2_1,133
nand3_1,17
nand2b_1,19
buf_4,39
xnor2_1,57
nor2b_1,24
a22oi_1,23
nor3_1,36
o31ai_1,16
a21o_1,32
a21oi_1,135
clkbuf_1,56
nor2_1,110
ha_1,125
mux4_2,39
mux2_2,24
o21ai_0,74
Power and IR drop assume default switching activity.
