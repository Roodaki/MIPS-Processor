$ cat flow/config.mk
export PLATFORM = sky130hd
export DESIGN_NAME = ID_EX_pipeline_register
export DESIGN_NICKNAME = ID_EX_pipeline_register
export VERILOG_FILES = /design/flow/design.v
export SDC_FILE = /design/flow/constraint.sdc
export NUM_CORES = 4
export LEC_CHECK = 1
export CORE_AREA = 10 10 187 187
export DIE_AREA = 0 0 197 197
$ cat flow/constraint.sdc
current_design ID_EX_pipeline_register

set clk_period 1.0
set clk_io_pct 0.2

create_clock -name clk0 -period $clk_period [get_ports {clock}]

set non_clock_inputs [all_inputs -no_clocks]
set_input_delay [expr $clk_period * $clk_io_pct] -clock clk0 $non_clock_inputs
set_output_delay [expr $clk_period * $clk_io_pct] -clock clk0 [all_outputs]
$ cat flow/design.v
`timescale 1ns / 1ps
module ID_EX_pipeline_register(
	input RegDst, input ALUSrc, input MemtoReg, input RegWrite, input MemRead, input MemWrite, input Branch,	input[2:0] ALUOp, input[31:0] next_PC, input hit, input [31:0] read_data_1, input [31:0] read_data_2, input [31:0] sign_extended_immediate, input[5:0] funct, input[4:0] rt,	input[4:0] rd, input clock,
	output reg RegDst_output, output reg ALUSrc_output, output reg MemtoReg_output, output reg RegWrite_output, output reg MemRead_output,	output reg MemWrite_output, output reg Branch_output,	output reg[2:0] ALUOp_output, output reg[31:0] next_PC_output, output reg [31:0] read_data_1_output, output reg [31:0] read_data_2_output, output reg [31:0] sign_extended_immediate_output,	output reg[5:0] funct_output,	output reg[4:0] rt_output, output reg[4:0] rd_output
	);
	always@(negedge clock)
		if(hit)
			begin
				RegDst_output = RegDst;
				ALUSrc_output = ALUSrc;
				MemtoReg_output = MemtoReg;
				RegWrite_output = RegWrite;
				MemRead_output = MemRead;
				MemWrite_output = MemWrite; 
				Branch_output = Branch;
				ALUOp_output = ALUOp;
				next_PC_output = next_PC;
				read_data_1_output = read_data_1;
				read_data_2_output = read_data_2;
				sign_extended_immediate_output = sign_extended_immediate;
				funct_output = funct;
				rt_output = rt;
				rd_output = rd;
			end
endmodule
$ cat flow/run.sh
#!/bin/bash
# OpenROAD 26Q1-2900-gdf79404cd8, Yosys 0.63+post, stock flow scripts
make -C /OpenROAD-flow-scripts/flow DESIGN_CONFIG=/design/flow/config.mk WORK_HOME=/design/flow/orfs finish
==> impl_metrics.yaml <==
# flow metrics
critical_path:
  timing.critical_path.buf_inv: 1
  critPathArrivalTime_ns: 1.51
  crit_start: "read_data_1_output[19]$_DFFE_NP_"
  worstPathRequired_ns: 0.80
  critPathMaxFanout: 1
  cpPeakStageDelay_ns: 0.39
  worstSetupStartpointType: "register"
  crit_type: "register to primary output"
  crit_path_cell_trace: "buf_2"
  critPathSlowestCell: "edfxtp_1"
  end_kind: "primary output"
  cp_top_family: "flip-flops"
yosys:
  post_synth_instance_area_um2: 4628
  ys_seq_share_pct: 99.92
  top_area_share_pct: 99.92
  yosysWarnings: 1
  topCellsByArea: "edfxtp_1, inv_1"
  ys.flop_type: "edfxtp_1"
  syn_area_per_cell_um2: 29.86
  top_cell: "edfxtp_1"
  ys_area_um2: 4628
  ys_cells: 155
  synth_async_sr_flop_share_pct: 0
  postSynthCellCount: 155
  top_cells_by_count: "edfxtp_1, inv_1"
  ys_ff: 154
  synth.distinct_cells: 2
  top_area_cell: "edfxtp_1"
  edf_count: 154
route:
  drc: 0
  dr.pass1.iters: 4
  diodes: 0
  wl_per_cell_um: 14.47
  vias_per_cell: 3.220
  drt-total-wl_mm: 15.41
  drtAntennaViolNets: 0
  drt-initial-drc-count: 101
  vias: 3429
cells_and_area:
  final-comb-area_um2: 0
  fin_util_pct: 28.82
  area_growth_pct: 91.46
  logic_gates: 0
  layout-drive-gt1-share_pct: 30.79
  finalNonFillerCells: 1065
clocking:
  clock_sinks: 154
  numCtsBuffers: 17
  holdBufCountCts: 0
  cts_tree: "done"
  cts_root_buf: "clkbuf_16"
  clock_tree.buffer_depth: 2
  htree_levels: 4
  worst_setup_hold_path_clk_slew_ns: 0.03
global_routing:
  grt_use_total_pct: 7.876
  antenna_found_initial: 0
  grt_max_degree: 17
  grt-ovfl-total: 0
  grt_pass1_vias: 4017
  grt_pass1_wl_mm: 22.49
pwr:
  leakage_nw: 3.969
  p_per_area_nw_per_um2: 2020
  total_power_mw: 17.90
  ir_drop_v: 0.001140
floorplanning:
  boundaryPins: 310
  fp_util_pct: 15.05
  num_rows: 64
  die_area_um2: 38810
  coreArea_um2: 30750
  die_w_um: 197
  die_h_um: 197
placed_design:
  hpwl_mm: 12.00
  place_congestion: 0.7873
  placed_cells: 881
  pre_cts_slack_ns: -0.6502
  port_buffers: 309
min_path:
  hold_path_class: "input pin to register"
  worstHoldStart: "hit"
timing:
  slew_headroom_pct: 86.00
  drv_slew: 0
  rsz0062_at_grt: "yes"
  finalSetupViolCount: 154
  hold_viol_final: 0
  setup_tns_ns: -95.12
  tightest_slew_ns: 0.2101
  fin_ws_ns: -0.7053
status:
  status: "finished, violations left"
  violations: "negative setup slack"
flow_run:
  warnings: 181
  maxCapViolations: 0
==> layout make-up <==
cell class,count,area [um^2]
tap,396,495.5
timing repair buffer,330,2569
sequential,154,4624
fill,3100,21890
clock buffer,17,425.4
clock inverter,168,747.0
==> per-layer routing <==
metal	up-vias	part of all wire [%]	global-route usage [%]
met1	1547	37	7.986
met5	-	0	0
met4	0	1.6	3.731
met2	228	47	11.48
li1	1641	-	-
met3	13	14	6.401
==> cell families (layout without fill, tap and decap cells) <==
| logic type | after synthesis | count (layout) | synth area share (%) |
|---|---|---|---|
| buffers and inverters | 1 | 515 | 0.08103 |
| DFF | 154 | 154 | 99.92 |
==> flip-flops by register name (all words and copies together) (netlist names), 3 cells and up <==
signal,cells
sign_extended_immediate_output,32
ALUOp_output,3
rt_output,5
funct_output,6
read_data_1_output,32
next_PC_output,32
rd_output,5
read_data_2_output,32
==> stage by stage <==
step	hold WS (ns)	cell area (um^2)
floorplan	0.7989	4628
global placement	1.082	8463
detailed placement	1.087	8463
CTS	0.6008	8861
global route	0.5930	8861
finish	0.6176	8861
==> worst paths after layout <==
check                                    to  cells after the start
setup / recovery     read_data_1_output[19]                      1
hold / removal    funct_output[5]$_DFFE_NP_                      2
==> cell usage in the layout (no fill, tap or decap) <==
master / instances
buf_2: 154
clkdlybuf4s50_1: 154
buf_6: 1
clkbuf_16: 17
inv_4: 3
bufinv_16: 3
inv_1: 155
buf_12: 7
buf_4: 14
inv_6: 1
clkinv_4: 3
clkinvlp_2: 2
edfxtp_1: 154
inv_8: 1
==> where the power goes <==
part / internal (mW) / switching (mW)
registers: 7.73 / 0.103
logic: 0.913 / 0.360
clock network: 4.74 / 4.05
==> repair_timing <==
| item | 4_1_cts | 5_1_grt |
|---|---|---|
| buffers inserted | 0 | 0 |
| setup endpoints to repair | 154 | 154 |
| resized | 496 | 0 |
No activity file was given, so power comes from the tool's default toggle rates.
